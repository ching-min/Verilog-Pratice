===== /design/flow/config.mk =====
export PLATFORM = sky130hd
export DESIGN_NAME = MTX_MUL
export DESIGN_NICKNAME = MTX_MUL
export VERILOG_FILES = /design/flow/design.v
export SDC_FILE = /design/flow/constraint.sdc
export NUM_CORES = 4
export LEC_CHECK = 1
export CORE_UTILIZATION = 50

===== /design/flow/constraint.sdc =====
current_design MTX_MUL

set clk_period 9.6
set clk_io_pct 0.2

create_clock -name clk0 -period $clk_period [get_ports {clk}]
create_clock -name clk1 -period $clk_period [get_ports {load}]

set non_clock_inputs [all_inputs -no_clocks]
set_input_delay [expr $clk_period * $clk_io_pct] -clock clk0 $non_clock_inputs
set_output_delay [expr $clk_period * $clk_io_pct] -clock clk0 [all_outputs]

===== /design/flow/design.v =====
`timescale 1ns / 1ps
module MTX_MUL( MP, ready, m1, m2, load, clk );
	input[7:0] m1, m2;
	input load, clk;
	output reg[17:0] MP; 
	output reg ready;
	reg[1:0] current_state, current_col, current_row;
	wire[1:0] next_state, next_col, next_row;
	reg[127:0] A, B;
	reg[7:0] counter1, counter2;
	reg[7:0] row_1, row_2, row_3, row_4, col_1, col_2, col_3, col_4;
	wire[7:0] next_counter2;
	reg[17:0] mp11, mp12, mp13, mp14, mp21, mp22, mp23, mp24;  
	reg[17:0] mp31, mp32, mp33, mp34, mp41, mp42, mp43, mp44;  
	wire[17:0] rc_product;
	reg AB_load, row_switch, mp_sent;
	wire mm_done, next_rowswitch;
	assign  next_state = ( load )? 2'b00 : 
				( current_state == 2'b00 && AB_load )? 2'b01 :
            ( current_state == 2'b01 && mm_done )? 2'b10 :
				( current_state == 2'b10 && mp_sent )? 2'b11 : current_state;
	always@( posedge clk or posedge load )begin
		if( load )  current_state <= 2'b00;
		else  current_state <= next_state;
	end
	always@( posedge clk )begin
		if( load ) begin  
			A <= { A[119:0], m1 }; 
			B <= { B[119:0], m2 }; 
			counter1 <= counter1 + 8'h01; 
		end
		else begin
			{A,B} <= {A,B};
			counter1 <= 8'h00;
		end
	end
	always@( negedge load )begin  
		if( counter1 ==8'h10 ) AB_load <= 1'b1;
		else AB_load <= 1'b0;
	end
	assign  next_row = ( load )?  2'b00 :
			( current_state==2'b01 && current_row < 2'b11 && row_switch )?  
			( current_row + 2'b01 ) : current_row;
	assign  next_col = ( load )? 2'b00 :
			( current_state == 2'b01 && current_row == 2'b11 && current_col == 2'b11 )? current_col : 
			( current_state == 2'b01 && current_col == 2'b11 )?  2'b00 :
			( current_state == 2'b01 )?  
			( current_col + 2'b01 ) : current_col; 
	always@( posedge clk )begin
		row_switch <= next_rowswitch;
		if( load )begin  
			current_row <= 2'b00 ;       
			current_col <= 2'b00 ;
		end
		else begin 
			current_row <= next_row;    
			current_col <= next_col;
		end
	end
	assign  next_rowswitch = ( current_state != 2'b01 )? 1'b0 :
			( current_col == 2'b10 )? 1'b1 : 1'b0;   
	always@( negedge clk )begin
        case( current_row )
        2'b00:  begin row_1 <=  A[127:120];
                      row_2 <=  A[119:112];
                      row_3 <=  A[111:104];
                      row_4 <=  A[103:96];
                end
        2'b01:  begin row_1 <=  A[95:88];
                      row_2 <=  A[87:80];
                      row_3 <=  A[79:72];
                      row_4 <=  A[71:64];
                end
        2'b10:  begin row_1 <=  A[63:56];
                      row_2 <=  A[55:48];
                      row_3 <=  A[47:40];
                      row_4 <=  A[39:32];
                end
        2'b11:  begin row_1 <=  A[31:24];
                      row_2 <=  A[23:16];
                      row_3 <=  A[15:8];
                      row_4 <=  A[7:0];
                end
        default:begin row_1 <=  row_1;
                      row_2 <=  row_2;
                      row_3 <=  row_3;
                      row_4 <=  row_4;
                end
        endcase 
	end	
	always@( negedge clk )begin
        case( current_col )
        2'b00:  begin col_1 <=  B[127:120];
                      col_2 <=  B[95:88];
                      col_3 <=  B[63:56];
                      col_4 <=  B[31:24];
                end
        2'b01:  begin col_1 <=  B[119:112];
                      col_2 <=  B[87:80];
                      col_3 <=  B[55:48];
                      col_4 <=  B[23:16];
                end
        2'b10:  begin col_1 <=  B[111:104];
                      col_2 <=  B[79:72];
                      col_3 <=  B[47:40];
                      col_4 <=  B[15:8];
                end
        2'b11:  begin col_1 <=  B[103:96];
                      col_2 <=  B[71:64];
                      col_3 <=  B[39:32];
                      col_4 <=  B[7:0];
                end
        default:begin col_1 <=  col_1;
                      col_2 <=  col_2;
                      col_3 <=  col_3;
                      col_4 <=  col_4;
                end
        endcase
	end
	assign   mm_done = current_row[1] & current_row[0] & current_col[1] & current_col[0];
	assign  rc_product = row_1*col_1 + row_2*col_2 + row_3*col_3 + row_4*col_4;
	always@( posedge clk )begin
		if( load ) ; 
		else begin
			case( { current_row, current_col } )
			4'b0000:  mp11 <= rc_product;
			4'b0001:  mp12 <= rc_product;
			4'b0010:  mp13 <= rc_product;
			4'b0011:  mp14 <= rc_product;
			4'b0100:  mp21 <= rc_product;
			4'b0101:  mp22 <= rc_product;
			4'b0110:  mp23 <= rc_product;
			4'b0111:  mp24 <= rc_product;  
			4'b1000:  mp31 <= rc_product;
			4'b1001:  mp32 <= rc_product;
			4'b1010:  mp33 <= rc_product;
			4'b1011:  mp34 <= rc_product;
			4'b1100:  mp41 <= rc_product;
			4'b1101:  mp42 <= rc_product;
			4'b1110:  mp43 <= rc_product;
			4'b1111:  mp44 <= rc_product;
			default:  ; 
			endcase
		end
	end	
	assign next_counter2 = ( load )? 8'h00:
							  ( current_row == 2'b11 && current_col == 2'b10 )? 8'h01:
							  ( ready == 1'b1 && counter2 < 8'h11 )? ( counter2 + 8'h01 ): counter2;
	always@( posedge clk )begin
		if( load ) counter2 <= 8'h00;
		else counter2 <= next_counter2;
	end
	always@( negedge clk or posedge load )begin
		if( load ) ready <= 1'b0;
		else if( mm_done && counter2 > 8'h00 && counter2 < 8'h11 ) ready <= 1'b1;
		else ready <= 1'b0;
	end
	always@( negedge clk )begin
		if( load ) MP <= 16'hFFFF; 
		else if( mm_done ) begin               
			case( counter2 ) 
			8'h01: MP <= mp11;
			8'h02: MP <= mp12;
			8'h03: MP <= mp13;
			8'h04: MP <= mp14;
			8'h05: MP <= mp21;
			8'h06: MP <= mp22;
			8'h07: MP <= mp23;
			8'h08: MP <= mp24;
			8'h09: MP <= mp31;
			8'h0A: MP <= mp32;
			8'h0B: MP <= mp33;
			8'h0C: MP <= mp34;
			8'h0D: MP <= mp41;
			8'h0E: MP <= mp42;
			8'h0F: MP <= mp43;
			8'h10: MP <= mp44;
			default: MP <= 16'hFFFF; 
			endcase			
		end
		else MP <= 16'hFFFF;	 
	end	
endmodule

===== /design/flow/run.sh =====
#!/bin/bash
# OpenROAD 26Q1-2900-gdf79404cd8, Yosys 0.63+post, stock flow scripts
make -C /OpenROAD-flow-scripts/flow DESIGN_CONFIG=/design/flow/config.mk WORK_HOME=/design/flow/orfs finish

==> results.json <==
{
  "grt_pass1_wl_um": 140000,
  "maxCapViolations": 0,
  "grt-busiest-layer": "met1",
  "synth_async_sr_flop_share": 0.00766,
  "finalSetupViolCount": 240,
  "area_leaders": "edfxtp_1, fa_1, dfxtp_1",
  "die_w_um": 257,
  "setup_tns_ns": -325.87,
  "overflow": 0,
  "fp.dieH_um": 257,
  "flop_cell": "edfxtp_1",
  "reg_top3": "A x128, B x128",
  "status": "complete, but fails checks",
  "top_cell_area_share": 0.501,
  "finalWirelength_um": 91200,
  "die_area_sq_mm": 0.0662,
  "rsz0062_at_grt": "yes",
  "dp.cells": 3306,
  "final_core_util": 0.669,
  "synth_seq_share": 0.569,
  "critPathMaxFanout": 8,
  "tritoncts": "done",
  "ios": 37,
  "row_count": 93,
  "hpwl_um": 54500,
  "globalplace.congestion": 0.962,
  "worst-r2r-setup-slack_ns": -1.73,
  "hold_path.class": "clock port to asynchronous set/reset pin",
  "synthToLayoutAreaGrowth_pct": 32.4,
  "peakVddDrop_uv": 267,
  "pre_cts_ws_ns": -2.15,
  "r2r_cells": 20,
  "p_leak_nw": 18.4,
  "edf_count": 544,
  "slew_violations": 0,
  "num_vias": 21422,
  "via_per_inst": 5.73,
  "syn_area_sq_mm": 0.0326,
  "drive_gt1_frac": 0.211,
  "ant_nets": 0,
  "grt_max_degree": 49,
  "dr.pass1.iters": 19,
  "powerDensity_mw_per_mm2": 326,
  "setup_slack_ns": -1.73,
  "timing.hold.ws_ns": -0.550,
  "core-area_sq_mm": 0.0645,
  "warning_count": 158,
  "syn_inst": 2351,
  "detail_route.iter0.violations": 2096,
  "ctsHoldBuffers": 0,
  "dpl_cell_area_sq_mm": 0.0352,
  "ys_cells": 2351,
  "clk_pin_slew_ns": 0.06,
  "top_area_cell": "edfxtp_1",
  "critical_path_class": "flop to flop",
  "logic_area_sq_mm": 0.0130,
  "use_met3": 0.246,
  "avgSynthCellArea_sq_um": 13.9,
  "cp.required_ns": 10.08,
  "drc": 0,
  "fillCellCount": 4183,
  "ys_area_sq_mm": 0.0326,
  "cp-start-kind": "flop",
  "hold_viol": 10,
  "worst_pin_slew_ns": 1.05,
  "grt_pass1_vias": 24749,
  "maxSlewHeadroom": 0.278,
  "wl_per_cell_um": 24.4,
  "ys.flops": 653,
  "synth.most_common_cell": "edfxtp_1",
  "regToRegStartpoint": "col_4[4]",
  "io_buffers": 35,
  "arrival_ns": 11.80,
  "fin_area_sq_mm": 0.0432,
  "fin_skew_ns": 0.0646,
  "r2r-end": "mp33[17]",
  "synthTopCellsByCount": "edfxtp_1, inv_1, fa_1",
  "end_kind": "flop",
  "final_cell_count_no_fill": 3738,
  "yosys.cell_types.count": 75,
  "p_total_mw": 14.1,
  "antenna_found_initial": 2,
  "floorplan.core_util": 0.506,
  "yosysWarnings": 2,
  "met1_usage": 0.428,
  "violations": "hold timing, setup timing",
  "use_met2": 0.375,
  "flop_area_sq_mm": 0.0186,
  "grt_util_all_layers": 0.323
}
==> area by class of cell <==
| type | count | share of cell area |
|---|---|---|
| sequential | 653 | 0.432 |
| multi-input combinational | 1235 | 0.301 |
| clock buffer | 251 | 0.135 |
| timing repair buffer | 201 | 0.0429 |
| inverter | 384 | 0.0335 |
| clock inverter | 158 | 0.0313 |
| tap | 855 | 0.0248 |
| antenna | 1 | 0.0000580 |
==> what timing repair did <==
action / in CTS / in global routing
pin swaps: 45 / 24
setup buffers: 10 / 11
hold endpoints to repair: 0 / 0
gates resized: 92 / 52
setup endpoints to repair: 240 / 240
gates cloned: 4 / 1
==> critical path, stage by stage, from the launching register on <==
cell and delay [ns]:
dfxtp_4 0.36, and2_4 0.16, fa_2 0.63, inv_2 0.05, fa_1 0.50, fa_1 0.49, inv_1 0.05, fa_1 0.46
fa_1 0.57, fa_1 0.44, fa_1 0.52, fa_1 0.47, ha_4 0.29, nor2b_4 0.16, o2111ai_4 0.14, buf_6 0.15
and4_4 0.14, o21a_1 0.19, nor4_4 0.25, buf_4 0.18, clkbuf_16 0.14
==> worst max-delay path by stage <==
stage / end / slack, ns / cells past startpoint / startpoint
final: mp33[17] / -1.73 / 20 / col_4[4]
after global routing: mp33[17] / -1.91 / 26 / row_1[2]
after CTS: mp41[17] / -1.71 / 19 / col_4[4]
==> layout by cell type, fill, tap and decap left out, types with 8 or more instances in the layout <==
cell type	synthesis	final
o211ai_1	8	8
nor2_1	46	42
ha_1	145	134
and2_1	193	178
inv_1	386	468
dfxtp_2	0	28
edfxtp_1	544	544
nor3_1	13	11
clkbuf_1	58	20
xnor2_1	13	9
dfxtp_1	104	59
a22oi_1	44	44
clkbuf_16	0	229
fa_1	224	213
and2_4	0	14
a2111o_1	8	8
a221oi_1	20	20
nand3_1	23	22
o2bb2ai_1	11	11
o21ai_0	14	9
and3_1	11	11
buf_4	0	140
o22ai_1	11	11
a222oi_1	69	69
a21oi_1	26	22
clkdlybuf4s50_1	0	35
mux2i_1	97	96
dfxtp_4	0	17
ha_4	0	9
a32oi_1	8	8
clkinv_1	0	11
bufinv_8	0	8
fa_2	0	11
inv_2	0	18
buf_6	1	9
nand2_1	131	122
buf_12	0	15
bufinv_16	0	16
==> metal layers <==
| metal | up-vias | routed length (um) |
|---|---|---|
| met5 | - | 94 |
| met4 | 6 | 5920 |
| met3 | 470 | 13000 |
| met2 | 1345 | 37500 |
| met1 | 10372 | 34700 |
| li1 | 9229 | - |
==> power by group <==
part	total (mW)	leakage [nW]	internal [mW]	switching (mW)
Clock	8.46	4.05	4.94	3.52
Sequential	5.38	6.56	4.94	0.433
Combinational	0.234	7.83	0.144	0.0898
==> cell families (layout without fill, tap and decap cells) <==
kind of cell	after synthesis	count (layout)	synth area share
AOI/OAI and AO/OA	273	274	0.0685
adders and majority gates	369	369	0.193
other	0	1	0
muxes	106	106	0.0339
buffers and inverters	466	994	0.0542
xor gates and xnor gates	21	23	0.00606
and+or+nand+nor	463	463	0.0752
DFF	653	653	0.569
No activity file was given, so power comes from the tool's default toggle rates.
